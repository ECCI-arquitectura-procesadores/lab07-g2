`/design/flow/run.sh`:
```
#!/bin/bash
# OpenROAD 26Q1-2900-gdf79404cd8, Yosys 0.63+post, stock flow scripts
make -C /OpenROAD-flow-scripts/flow DESIGN_CONFIG=/design/flow/config.mk WORK_HOME=/design/flow/orfs finish
```
`/design/flow/config.mk`:
```
export PLATFORM = sky130hd
export DESIGN_NAME = progmem
export DESIGN_NICKNAME = progmem
export VERILOG_FILES = /design/flow/design.v
export SDC_FILE = /design/flow/constraint.sdc
export NUM_CORES = 4
export LEC_CHECK = 1
export CORE_UTILIZATION = 40
export SYNTH_MEMORY_MAX_BITS = 65536
```
`/design/flow/constraint.sdc`:
```
current_design progmem

set clk_period 1.0
set clk_io_pct 0.2

create_clock -name clk0 -period $clk_period [get_ports {clk}]

set non_clock_inputs [all_inputs -no_clocks]
set_input_delay [expr $clk_period * $clk_io_pct] -clock clk0 $non_clock_inputs
set_output_delay [expr $clk_period * $clk_io_pct] -clock clk0 [all_outputs]
```
`/design/flow/design.v`:
```
module progmem (
    input wire clk,
    input wire rstn,
    input  wire        valid,
    output wire        ready,
    input  wire [31:0] addr,
    output wire [31:0] rdata
);
  localparam MEM_SIZE_BITS = 10;   
  localparam MEM_SIZE = 1 << MEM_SIZE_BITS;
  localparam MEM_ADDR_MASK = 32'h0010_0000;
  wire [MEM_SIZE_BITS-1:0] mem_addr;
  reg  [             31:0] mem_data;
  reg  [             31:0] mem      [0:MEM_SIZE];
  initial begin
    mem['h0000] <= 32'h00000093;
    mem['h0001] <= 32'h00000193;
    mem['h0002] <= 32'h00000213;
    mem['h0003] <= 32'h00000293;
    mem['h0004] <= 32'h00000313;
    mem['h0005] <= 32'h00000393;
    mem['h0006] <= 32'h00000413;
    mem['h0007] <= 32'h00000493;
    mem['h0008] <= 32'h00000513;
    mem['h0009] <= 32'h00000593;
    mem['h000A] <= 32'h00000613;
    mem['h000B] <= 32'h00000693;
    mem['h000C] <= 32'h00000713;
    mem['h000D] <= 32'h00000793;
    mem['h000E] <= 32'h00000813;
    mem['h000F] <= 32'h00000893;
    mem['h0010] <= 32'h00000913;
    mem['h0011] <= 32'h00000993;
    mem['h0012] <= 32'h00000A13;
    mem['h0013] <= 32'h00000A93;
    mem['h0014] <= 32'h00000B13;
    mem['h0015] <= 32'h00000B93;
    mem['h0016] <= 32'h00000C13;
    mem['h0017] <= 32'h00000C93;
    mem['h0018] <= 32'h00000D13;
    mem['h0019] <= 32'h00000D93;
    mem['h001A] <= 32'h00000E13;
    mem['h001B] <= 32'h00000E93;
    mem['h001C] <= 32'h00000F13;
    mem['h001D] <= 32'h00000F93;
    mem['h001E] <= 32'h00000513;
    mem['h001F] <= 32'h00000593;
    mem['h0020] <= 32'h00B52023;
    mem['h0021] <= 32'h00450513;
    mem['h0022] <= 32'hFE254CE3;
    mem['h0023] <= 32'h00000517;
    mem['h0024] <= 32'h0D850513;
    mem['h0025] <= 32'h00000593;
    mem['h0026] <= 32'h00400613;
    mem['h0027] <= 32'h00C5DC63;
    mem['h0028] <= 32'h00052683;
    mem['h0029] <= 32'h00D5A023;
    mem['h002A] <= 32'h00450513;
    mem['h002B] <= 32'h00458593;
    mem['h002C] <= 32'hFEC5C8E3;
    mem['h002D] <= 32'h00400513;
    mem['h002E] <= 32'h00400593;
    mem['h002F] <= 32'h00B55863;
    mem['h0030] <= 32'h00052023;
    mem['h0031] <= 32'h00450513;
    mem['h0032] <= 32'hFEB54CE3;
    mem['h0033] <= 32'h008000EF;
    mem['h0034] <= 32'h0000006F;
    mem['h0035] <= 32'hFF010113;
    mem['h0036] <= 32'h00112623;
    mem['h0037] <= 32'h00812423;
    mem['h0038] <= 32'h01010413;
    mem['h0039] <= 32'h030007B7;
    mem['h003A] <= 32'h0007A023;
    mem['h003B] <= 32'h008000EF;
    mem['h003C] <= 32'hFFDFF06F;
    mem['h003D] <= 32'hFF010113;
    mem['h003E] <= 32'h00112623;
    mem['h003F] <= 32'h00812423;
    mem['h0040] <= 32'h01010413;
    mem['h0041] <= 32'h00002783;
    mem['h0042] <= 32'hFFF78713;
    mem['h0043] <= 32'h00E02023;
    mem['h0044] <= 32'h00002783;
    mem['h0045] <= 32'h02079E63;
    mem['h0046] <= 32'h00028737;
    mem['h0047] <= 32'hA2270713;
    mem['h0048] <= 32'h00E02023;
    mem['h0049] <= 32'h030007B7;
    mem['h004A] <= 32'h0007A703;
    mem['h004B] <= 32'h030007B7;
    mem['h004C] <= 32'h00170713;
    mem['h004D] <= 32'h00E7A023;
    mem['h004E] <= 32'h030007B7;
    mem['h004F] <= 32'h0007A703;
    mem['h0050] <= 32'h01000793;
    mem['h0051] <= 32'h00F71663;
    mem['h0052] <= 32'h030007B7;
    mem['h0053] <= 32'h0007A023;
    mem['h0054] <= 32'h00000013;
    mem['h0055] <= 32'h00C12083;
    mem['h0056] <= 32'h00812403;
    mem['h0057] <= 32'h01010113;
    mem['h0058] <= 32'h00008067;
    mem['h0059] <= 32'h00027A22;
  end
  always @(posedge clk) mem_data <= mem[mem_addr];
  reg o_ready;
  always @(posedge clk or negedge rstn)
    if (!rstn) o_ready <= 1'd0;
    else o_ready <= valid && ((addr & MEM_ADDR_MASK) != 0);
  assign ready    = o_ready;
  assign rdata    = mem_data;
  assign mem_addr = addr[MEM_SIZE_BITS+1:2];
endmodule
```
==> summary.txt <==
Failing checks = setup timing
Fraction of registers with async set/reset = 3.45%
Fin crit period = 1.29 ns
Critical Path End = mem_data[25]$_DFF_P_
Vias = 3447
Global placement routability congestion = 1.02
CP bufs+invs = 3
Core Box Area = 6390 µm²
Num Clock Sinks = 29
Hold Path Class = in -> async
Input/output buffers = 42
Clk pin slew, worst setup/hold paths = 0.06 ns
Top cells excl fill/tap = buf_4, buf_6, clkdlybuf4s15_1, dfxtp_1, nand2_1
Netlist cell types = 68
VDD IR-drop max = 0.000997 V
Met1 usage = 47.1%
Yosys warning tally = 1
Congestion Overflow GR = 0
YS chip area = 2660 µm²
Area Growth Syn to Fin = 84.2%
CP peak stage delay = 0.41 ns
Antenna violations before repair = 0
Fmax = 773 MHz
Vias in the first global route = 3176
Yosys xor share = 0.658%
WP data arrival = 1.50 ns
Vias/cell = 6.13
Largest net degree at the start of global routing = 25
GRT Total Usage = 31.3%
Final period util = 129%
I/O pin cnt = 68
Synth Cell Area = 2660 µm²
Top cell excl fill/tap = buf_4
Pwr Total = 0.00430 W
Syn Area/Cell = 7.85 µm²
DRC = 0
CTS tree = done
Crit. path cell count = 8
Basic Gates by Area = 19.0%
# hold bufs at CTS = 0
Synth Seq Share = 22.0%
Setup WS post-layout = -0.293 ns
WL final = 11.4 mm
CP Max Fanout = 5
Dpl hpwl = 7.62 mm
Max Buffers Root-to-Sink = 2
Pre-antenna DRT Iters = 5
Dpl ws = -1.13 ns
Final Hold Violation Tally = 0
Cell family with most CP delay = AND-OR/OR-AND gates
Number of max-cap violations = 0
Post-route ant nets = 0
Filler Cells Inserted = 387
Adder Share, Synth = 7.99%
Main synth FF type = dfxtp_1
Class of the most critical setup path = in -> reg
Die footprint = 6990 µm²
Tool warnings = 66
Worst-path cell chain = buf_12 -> clkinv_8 -> buf_6 -> ha_4 -> or3b_4 -> a21oi_4 -> a31oi_2 -> o221ai_1
Cell leakage power = 2.05 nW
CP endpoint kind = flip-flop
TNS Setup = -5.32 ns
M2 GR Usage = 47.6%
Comb area = 2360 µm²
Unrepaired setup endpoints after global routing = yes
1st-iter DRT viols = 349
Antenna Cells = 0
AO/OA Area Share = 32.8%
Req. time, crit path = 1.21 ns
Die Width = 83.6 µm
CP Launch Type = input pin
Global routing usage on met3 = 3.71%
Core Rows = 29
Pins Over Slew Limit = 0
Post-synth regs = 29
Final setup viols = 26
Die height = 83.6 µm
Mux area share = 7.00%
# Cells Yosys = 339
GR peak layer = met2
Launch point of the worst path = addr[2]
Share of layout cells above drive strength 1 = 52.8%
PwrDens = 877 nW/µm²
Init Core Util = 41.7%
Syn Inst Count = 339
Sequential cell area = 593 µm²
Top logic family = AND-OR/OR-AND gates
Worst hold margin = 0.0530 ns
First-pass GRT wire length = 17.0 mm
Average wire per standard cell = 20.3 µm
H-tree depth = 2
TritonCTS buffer count = 5
Status = finished with violations
Critical-path top delay cell = or3b_4
Count of library flops with an enable pin = 0
Root Driver = clkbuf_8
Final core utilization = 76.8%
## sequential cells by signal, summed over array words and instances, names as in the netlist
signal,cells
mem_data,28
o_ready,1
## report_power, final
part           total (W)  internal (W)  switching, W
logic            0.00193       0.00102      0.000907
registers        0.00128       0.00126     0.0000261
clock network    0.00109      0.000621      0.000470
## layout make-up
class | count | area share [%]
Inverter | 8 | 1.17
Timing Repair Buffer | 178 | 34.5
Clock buffer | 7 | 1.96
Clock inverter | 1 | 0.102
Sequential cell | 29 | 12.1
Multi-Input combinational cell | 262 | 48.1
Tap cell | 77 | 1.96
## cells in the mapped netlist, types with 3 or more instances
master,instances,area (µm²)
nand3b_1,3,22.5
a221o_1,3,30.0
a22oi_1,4,30.0
dfxtp_1,28,561
a221oi_1,3,26.3
nor2_1,23,86.3
o211ai_1,11,82.6
a21oi_1,18,90.1
a211oi_1,5,37.5
a22o_1,4,35.0
nand2_1,26,97.6
buf_4,9,67.6
a211o_1,4,35.0
buf_6,4,45.0
a31oi_1,6,37.5
o21ai_0,28,140
clkbuf_1,8,30.0
mux2_2,3,33.8
o311ai_0,7,61.3
nor3_1,7,35.0
and2_1,3,18.8
nand2b_1,9,56.3
o31ai_1,5,37.5
mux2i_1,13,130
inv_1,6,22.5
buf_2,17,85.1
nand3_1,8,40.0
nor2b_1,10,62.6
ha_1,17,213
## per-layer routing
metal | up-vias | share of wire (%)
met5 | - | 0
met4 | 0 | 3.4
met3 | 34 | 8.9
met2 | 228 | 45
met1 | 1643 | 43
li1 | 1542 | -
## through the flow
stage               instance area [µm²]  std cells
floorplan                          2860        339
global placement                   3880        526
detailed placement                 3880        526
CTS                                4560        557
global route                       4900        562
finish                             4900        562
## cells by family after synthesis
kind of cell,after synthesis
XOR/XNOR,2
multiplexers,17
AND/OR/NAND/NOR,100
other,1
flip-flops,29
AND-OR/OR-AND,125
buffers and inverters,48
adder cells (fa/ha/maj),17
## how the worst min path moves through the flow
stage | startpoint | end | slack, ns | cells past startpoint
CTS | rstn | o_ready$_DFF_PN0_ | 0.05 | 1
global route | rstn | o_ready$_DFF_PN0_ | 0.05 | 1
finish | rstn | o_ready$_DFF_PN0_ | 0.05 | 1
## timing repair
| item | 4_1_cts | 5_1_grt |
|---|---|---|
| endpoints found under the setup margin | 60 | 40 |
| gates resized | 174 | 81 |
| setup buffers | 23 | 6 |
| endpoints found under the hold margin | 0 | 0 |
| pin swaps | 46 | 38 |
| gates cloned | 1 | 2 |
Power figures rest on the tool's default switching activity, not on a simulated workload.

==> ./design.v <==
module mux_7seg (
    input [7:0] sumtotal,
    input done,
    input negative,               
    output [3:0] unidades,
    output [3:0] decenas,
    output [3:0] centenas
);
    assign unidades = done ? (sumtotal % 10) : 4'd0;
    assign decenas  = done ? ((sumtotal / 10) % 10) : 4'd0;
    assign centenas = done ? ((sumtotal / 100) % 10) : 4'd0;
endmodule
==> ./run.sh <==
#!/bin/bash
# OpenROAD 26Q1-2900-gdf79404cd8, Yosys 0.63+post, stock flow scripts
make -C /OpenROAD-flow-scripts/flow DESIGN_CONFIG=/design/flow/config.mk WORK_HOME=/design/flow/orfs finish
==> ./config.mk <==
export PLATFORM = sky130hd
export DESIGN_NAME = mux_7seg
export DESIGN_NICKNAME = mux_7seg
export VERILOG_FILES = /design/flow/design.v
export SDC_FILE = /design/flow/constraint.sdc
export NUM_CORES = 4
export LEC_CHECK = 1
export CORE_AREA = 10 10 73 73
export DIE_AREA = 0 0 83 83
==> ./constraint.sdc <==
current_design mux_7seg

set clk_period 6.4
set clk_io_pct 0.2

create_clock -name clk0 -period $clk_period

set non_clock_inputs [all_inputs -no_clocks]
set_input_delay [expr $clk_period * $clk_io_pct] -clock clk0 $non_clock_inputs
set_output_delay [expr $clk_period * $clk_io_pct] -clock clk0 [all_outputs]
==> flow_summary.yaml <==
# generated from flow reports
run_status:
  outcome: "completed"
drt:
  via_count: 1189
  num_antenna_cells: 0
  drtAntennaViolNets: 0
  first_iter_violations: 55
  wl_mm: 2.806
  viasPerCell: 5.060
  route.detailed.drc: 0
  wl_per_cell_um: 11.94
  dr.pass1.iters: 4
final_timing:
  hold_ws_ns: 3.465
  clock.fmax_ghz: 0.1635
  rsz0062_at_grt: "no"
  hold_viol_final: 0
  slew_violations: 0
  setup_viol: 0
  fin_ws_ns: 0.2827
  setup-tns-final_ns: 0
  period_needed_ns: 6.117
  period_used_pct: 95.58
layout:
  area_delta_synth_final_pct: 31.52
  drive_gt1_share_pct: 25.13
  instances_no_fill: 235
  fill_cells: 395
  clkbuf_count: 0
  final-seq-area_sq_um: 0
  flops: 0
synthesis:
  syn_inst: 159
  ys_cells: 159
  postSynthAreaPerCell_sq_um: 7.090
  yosys_warnings: 0
  topCellsByArea: "ha_1 (7.8%), inv_1 (4.3%), o21ai_0 (4.0%), nand2_1 (4.0%), nor2_1 (4.0%)"
  synth.distinct_cells: 63
  ys_seq_share_pct: 0
  most_common_cell: "inv_1"
  post_synth_instance_area_sq_um: 1127
  top_area_share_pct: 7.769
  common_cells: "inv_1 (13), nand2_1 (12), nor2_1 (12)"
  synth-area-yosys_sq_um: 1127
  yosys.area.top_type: "ha_1"
grt:
  antenna_found_initial: 0
  grt_start_max_net_pins: 17
  overflow: 0
  first_global_vias: 1073
  grt_use_total_pct: 7.691
  grt_pass1_wl_mm: 4.961
die:
  ios: 22
  chipArea_sq_um: 6889
  rows: 22
  dieHeight_um: 83
  die_w_um: 83
  core_sq_um: 3744
  fp-utilization_pct: 30.11
job:
  maxCapViolations: 0
  log.warning_count: 34
cts:
  holdBufCountCts: 0
worst_setup_path:
  crit_slowest_cell: "clkdlybuf4s50_1"
  critPathKind: "in2out"
  cp_max_fo: 14
  endpoint_kind: "output port"
  critPathRequiredTime_ns: 5.12
  crit_path_start_kind: "input port"
  path_cells: "clkdlybuf4s50_1 -> buf_4 -> o21ba_2 -> o21ai_2 -> a211oi_1 -> o31ai_1 -> and4_1 -> buf_4 -> mux2_4 -> a31oi_2 -> o21ba_2 -> mux2i_1 -> clkdlybuf4s50_1"
  cp.arrival_ns: 4.84
  max_stage_delay_ns: 0.53
placement:
  dp_hpwl_mm: 2.248
  detailedPlace.worstSlack_ns: 0.03964
  place.gp.congestion: 0.8278
  place_inst: 235
  portBuffers: 19
pwr:
  irDropWorstVdd_mv: 0.03485
  power_mw: 0.1520
  power_density_nw_per_um2: 102.5
  leakage_nw: 0.6422
worst_hold_path:
  hold_end: "unidades[0]"
  hold_start: "sumtotal[0]"
  min_path_cells: 3
  hold_class: "in2out"
[routing by layer]
| metal | part of all wire [%] | vias up | wire length [um] | global-route usage (%) |
|---|---|---|---|---|
| met5 | 0 | - | 0 | 0 |
| met4 | 0 | 0 | 0 | 0 |
| met3 | 2.5 | 0 | 69 | 0.7874 |
| met2 | 42 | 13 | 1185 | 12.08 |
| met1 | 55 | 518 | 1551 | 11.54 |
| li1 | - | 658 | - | - |
[kinds of logic after synthesis]
| family | share of synthesized area (%) |
|---|---|
| AOI/OAI and AO/OA | 41.73 |
| xor gates and xnor gates | 2.997 |
| and+or+nand+nor | 31.63 |
| other | 0.3326 |
| buffers and inverters | 12.43 |
| muxes | 3.107 |
| adders and majority gates | 7.769 |
[how the worst max path moves through the flow]
| stage | to | from | cells past startpoint | slack (ns) |
|---|---|---|---|---|
| 6_report | unidades[3] | sumtotal[7] | 13 | 0.28 |
| 5_1_grt | unidades[3] | sumtotal[7] | 13 | 0.02 |
| 4_1_cts | decenas[3] | sumtotal[5] | 15 | 0.03 |
[power breakdown]
part	switching, mW	internal (mW)	total [mW]
sequential	0	0	0
clock	0	0	0
combinational	0.0708	0.0812	0.152
[cell usage in the layout, fill, tap and decap left out, types with 3 or more instances in the layout]
cell | Yosys | routed
a211oi_1 | 4 | 4
a21oi_1 | 7 | 6
and3_1 | 3 | 3
and4_1 | 3 | 3
buf_4 | 3 | 21
clkdlybuf4s50_1 | 0 | 16
dlymetal6s2s_1 | 0 | 3
ha_1 | 7 | 6
inv_1 | 13 | 12
nand2_1 | 12 | 12
nand3_1 | 6 | 6
nor2_1 | 12 | 11
nor2b_1 | 4 | 4
nor3_1 | 3 | 3
o211ai_1 | 3 | 3
o21ai_0 | 9 | 9
or3_1 | 5 | 5
[critical path: cells and delay by family]
kind                   cells  cell delay, ns
AOI/OAI and AO/OA          6            1.36
muxes                      2            0.49
buffers and inverters      4            1.43
and+or+nand+nor            1            0.28
[stage by stage]
stage	utilization [%]	area, sq um
6_report	39.61	1483
5_1_grt	39.61	1483
4_1_cts	38.77	1451
3_5_place_dp	38.77	1451
3_3_place_gp	38.77	1451
2_1_floorplan	-	1131
[area by class of cell]
cell class	instances	area [sq um]	share of cell area, %
inverters	14	52.55	3.544
multi-input cells	133	1015	68.44
well taps	48	60.06	4.051
repair buffers	40	355.3	23.97
[timing repair]
action / in CTS / in global routing
endpoints found under the setup margin: 0 / 6
endpoints found under the hold margin: 0 / 0
setup buffers: 0 / 0
resized: 0 / 10
Power figures rest on the tool's default switching activity, not on a simulated workload.

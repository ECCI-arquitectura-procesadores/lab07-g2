==> flow/design.v <==
module ALU (
    input clk,
    input init,
    input [1:0] selector,   
    input [3:0] A,
    input [3:0] B,
    output done,
    output [7:0] result,
    output reg negative   
);
    wire [3:0] suma_resta_e;
    wire co4;
    wire [7:0] mult_out;
    wire mult_done;
    reg [7:0] alu_result;
    reg alu_done;
    reg [3:0] resta_val_abs;
    sumador_restador sr_inst (
        .a(A),
        .b(B),
        .Selector(selector[0]),
        .co4(co4),
        .e(suma_resta_e)
    );
    multiplicador mult_inst (
        .clk(clk),
        .init(init && (selector == 2'b10)),
        .MR(B),
        .MD(A),
        .done(mult_done),
        .pp(mult_out)
    );
    always @(*) begin
        negative = 1'b0;
        alu_done = 1'b0;
        alu_result = 8'b0;
        case(selector)
            2'b00: begin  
                alu_result = {4'b0000, co4, suma_resta_e};  
                alu_done = 1'b1;
                negative = 1'b0;
            end
            2'b01: begin  
                if (B < A) begin    
                    resta_val_abs = (suma_resta_e);
                    alu_result = (resta_val_abs);            
                    negative = 1;
                end else if (A == B) begin
                    alu_result = 8'b00000000;  
                    negative = 1'b0;  
                end else begin
                    alu_result = {4'b0000, ~suma_resta_e + co4} + 1;   
                end
                alu_done = 1'b1;  
            end
            2'b10: begin   
                alu_result = mult_out;
                alu_done = mult_done;
            end
            2'b11: begin   
                alu_result = {4'b0000, A & B};  
                alu_done = 1'b1;  
                negative = 1'b0;  
            end
            default: begin
                alu_result = 8'b0;
                alu_done = 1'b0;
            end
        endcase
    end
    assign result = alu_result;
    assign done = alu_done;
endmodule
module multiplicador(
    input clk,
    input init,    
    input [3:0] MR,   
    input [3:0] MD,   
    output reg done,
    output reg [7:0] pp   
);
    reg sh;
    reg rst;
    reg add;
    reg [7:0] A;
    reg [3:0] B;
    wire z;
    reg [2:0] status;
    localparam START = 0, CHECK = 1, ADD = 2, SHIFT = 3, END1 = 4;
    initial begin
        status = START;
        rst = 1'b0;
        pp = 8'b0;
        A = 8'b0;
        B = 4'b0; 
        done = 1'b0;
    end
    always @(negedge clk) begin
        case (status)
            START: begin
                sh <= 1'b0;
                add <= 1'b0;
                if (init) begin
                    status <= CHECK;
                    done <= 1'b0;
                    rst <= 1'b1;
                end
            end
            CHECK: begin 
                done <= 1'b0;
                rst <= 1'b0;
                sh <= 1'b0;
                add <= 1'b0;
                status <= (B[0]==1)? ADD : SHIFT;
            end
            ADD: begin
                done <= 1'b0;
                rst <= 1'b0;
                sh <= 1'b0;
                add <= 1'b1;
                status <= SHIFT;
            end
            SHIFT: begin
                done <= 1'b0;
                rst <= 1'b0;
                sh <= 1'b1;
                add <= 1'b0;
                status <= (z==1)? END1 : CHECK;
            end
            END1: begin
                done <= 1'b1;
                rst <= 1'b0;
                sh <= 1'b0;
                add <= 1'b0;
                status <= START;
            end
            default: status <= START;
        endcase 
    end 
    always @(posedge clk) begin
        if (rst) begin
            A <= {4'b0000, MD};
            B <= MR;
        end else if (sh) begin
            A <= A << 1;
            B <= B >> 1;
        end
    end 
    always @(posedge clk) begin
        if (rst) begin
            pp <= 8'b0;
        end else if (add) begin
            pp <= pp + A;
        end
    end
    assign z = (B == 0) ? 1'b1 : 1'b0;
endmodule
module sumador4b(
	input [3:0]a,
	input [3:0]b,
	input ci,
	output co4, 
	output [3:0]e
	);
	wire co1, co2,co3;
	sumador_1bit sumador1(a[0], b[0], ci, co1, e[0]);
	sumador_1bit sumador2(a[1], b[1], co1, co2,e[1]);
	sumador_1bit sumador3(a[2], b[2], co2, co3,e[2]);
	sumador_1bit sumador4(a[3], b[3], co3, co4,e[3]);
endmodule
module sumador_1bit(
    input a, b, ci,
	output co, e
);
	wire abxor, aband, cixor;
	xor(abxor, a, b);
	xor(e, abxor, ci);
	and(cixor, abxor, ci);
	and(aband, a, b);
	or(co, cixor, aband);
endmodule
module sumador_restador
(
	input [3:0]a,
	input [3:0]b,
	input Selector,
	output co4, 
	output [3:0]e
	);
	wire xor0,xor1,xor2,xor3;
    xor(xor0,b[0],Selector);
    xor(xor1,b[1],Selector);
    xor(xor2,b[2],Selector);
    xor(xor3,b[3],Selector);
    wire [3:0]xorB;
    assign xorB={xor3,xor2,xor1,xor0};	
sumador4b sumador_1bit(a, xorB, Selector, co4,e);
endmodule
==> flow/run.sh <==
#!/bin/bash
# OpenROAD 26Q1-2900-gdf79404cd8, Yosys 0.63+post, stock flow scripts
make -C /OpenROAD-flow-scripts/flow DESIGN_CONFIG=/design/flow/config.mk WORK_HOME=/design/flow/orfs finish
==> flow/config.mk <==
export PLATFORM = sky130hd
export DESIGN_NAME = ALU
export DESIGN_NICKNAME = ALU
export VERILOG_FILES = /design/flow/design.v
export SDC_FILE = /design/flow/constraint.sdc
export NUM_CORES = 4
export LEC_CHECK = 1
export CORE_UTILIZATION = 30
==> flow/constraint.sdc <==
current_design ALU

set clk_period 7.3
set clk_io_pct 0.2

create_clock -name clk0 -period $clk_period [get_ports {clk}]

set non_clock_inputs [all_inputs -no_clocks]
set_input_delay [expr $clk_period * $clk_io_pct] -clock clk0 $non_clock_inputs
set_output_delay [expr $clk_period * $clk_io_pct] -clock clk0 [all_outputs]
==> flow_summary.toml <==
# synthesis and place-and-route metrics
[die]
die_h_um = 84.8
die-area_mm2 = 0.00719
ios = 22
die_w_um = 84.8
initial_utilization_pct = 31.7
num_rows = 29
fp.coreArea_mm2 = 0.00649

[placed_design]
io_buffer_count = 21
dpl_cell_area_mm2 = 0.00234
gp_congestion = 0.818
detailedPlace.worstSlack_ps = 450
dp_hpwl_um = 3120

[yosys]
synthesis.yosys.warnings = 2
ys_ff = 27
most_common_reg_cell = "sky130_fd_sc_hd__edfxtp_1"
synth_cell_type_count = 49
synth_seq_share_pct = 33.6
share_of_flip_flops_with_an_asynchronous_set_or_reset_pct = 0
synth_area_per_cell_um2 = 9.47
post_synthesis_instance_area_mm2 = 0.00206
number_of_cells_produced_by_synthesis = 217
synth_stat.cells = 217
synth-edff-count = 15
synth.yosys.chip_area_mm2 = 0.00206

[clocking]
clk_latency_ps = 330
htreeDepth = 1
post_cts.repair.setup_buffers = 0
clk_path_buf_depth = 2
cts_inserted_buffers = 3
clock_transition_at_the_registers_of_the_reported_paths_ps = 100
cts_hold_buffers = 0
cts_root_buf = "sky130_fd_sc_hd__clkbuf_8"
clock-sinks = 27
cts_tree = "yes"
post_cts_resized = 0

[critical_path]
worst_setup_path_start_kind = "input pin"
timing.setup.critical_path_class = "in -> out"
endpoint_kind = "output pin"
critical_path_arrival_ps = 5390
timing.critical_path.required_ps = 5840
crit_fanout = 15

[global_routing]
globalRouteOverflowTotal = 0
grt_use_total_pct = 12.0
first_global_vias = 1448
largest_net_degree_at_the_start_of_global_routing = 20
antenna_violations_before_repair = 0
grt_pass1_wl_um = 6760

[status]
run_status = "finished, final reports clean"

[sta]
final-setup-viol-count = 0
final-max-slew-violation-count = 0
layout_min_cycle_time_ps = 6850
finClkSkew_ps = 62.2
max_fclk_mhz = 146
slew_headroom_pct = 57.8
final.setup.tns_ps = 0
unrepaired_setup_endpoints_after_global_routing = "false"
hold_viol = 0
timing.final.crit_share_pct = 93.9
setup_slack_ps = 445
worst-slew-pin-transition_ps = 631

[power_and_ir_drop]
total_leakage_power_nw = 0.990
pwr_density_cell_mw_per_mm2 = 320
design_power_mw = 0.772
highest_ir_drop_seen_on_vdd_uv = 173

[flow_run]
maxCapViolations = 0
tool_warnings = 36

[final_layout]
syn2layout_area_growth_pct = 17.4
fraction_of_layout_cells_with_a_size_suffix_above_1_pct = 10.3
layout_top_cells_excl_fill_tap = "23 x sky130_fd_sc_hd__inv_1, 21 x sky130_fd_sc_hd__clkdlybuf4s50_1, 18 x sky130_fd_sc_hd__ha_1"
lay_top_count = "sky130_fd_sc_hd__inv_1"
final_cell_area_mm2 = 0.00241
flop_area_um2 = 691
fillers = 634
finish.utilization_pct = 37.2
layout.area.comb_mm2 = 0.00125

[routing]
insertedDiodeCount = 0
detail_route.drc_violations = 0
detail_route.vias_per_cell = 4.88
route.detailed.wl_per_inst_um = 12.4
detail_route.iter0.violations = 32
drtPass1Iterations = 15
routed-via-count = 1557
detail-route-antenna-nets = 0
drt-total-wl_um = 3950

[hold_path]
worst_hold_path_type = "reg -> reg"
## metal layers
layer	up-vias	routed length (µm)	track usage [%]
met1	711	2050	19.1
li1	825	-	-
met3	2	118	1.79
met4	0	8	0.462
met2	19	1770	18.9
met5	-	0	0
## registers in the layout, summed over array words and instances, names as in the netlist
name	count
mult_inst.B	4
mult_inst.rst	1
mult_inst.add	1
mult_inst.status	3
mult_inst.sh	1
mult_inst.done	1
mult_inst.pp	8
mult_inst.A	8
## final timing paths
kind / to / from / slack (ps) / depth (start not counted)
setup / recovery: result[2] / selector[0] / 450 / 14
hold / removal: mult_inst.pp[5] / mult_inst.pp[5] / 510 / 2
setup reg to reg: mult_inst.pp[6] / mult_inst.rst / 2100 / 3
hold reg to reg: mult_inst.pp[5] / mult_inst.pp[5] / 510 / 2
## critical path, stage by stage
cell and delay, ps:
sky130_fd_sc_hd__clkdlybuf4s50_1 730, sky130_fd_sc_hd__mux2_2 440, sky130_fd_sc_hd__fa_1 390, sky130_fd_sc_hd__fa_1 360
sky130_fd_sc_hd__inv_1 70, sky130_fd_sc_hd__fa_1 180, sky130_fd_sc_hd__inv_1 50, sky130_fd_sc_hd__ha_1 200
sky130_fd_sc_hd__ha_1 290, sky130_fd_sc_hd__ha_1 220, sky130_fd_sc_hd__xnor2_1 140, sky130_fd_sc_hd__o22a_1 180
sky130_fd_sc_hd__o221ai_1 160, sky130_fd_sc_hd__clkdlybuf4s50_1 480
## through the flow
step | std cells | hold slack (ps)
2_1_floorplan | 217 | 472
3_3_place_gp | 309 | 487
3_5_place_dp | 309 | 498
4_1_cts | 319 | 513
5_1_grt | 319 | 528
6_report | 319 | 507
## report_power, final
part	internal, mW	switching, mW	leakage (nW)
clock	0.0432	0.0541	0.0628
combinational	0.186	0.168	0.671
sequential	0.251	0.0701	0.256
total	0.480	0.292	0.990
## synthesized netlist by cell type, types with 6 or more instances
cell                        n  area share (%)
sky130_fd_sc_hd__nand2_1   12             2.2
sky130_fd_sc_hd__xnor2_1    6             2.6
sky130_fd_sc_hd__mux2_2     9             4.9
sky130_fd_sc_hd__o21ai_0   11             2.7
sky130_fd_sc_hd__mux2i_1   10             4.9
sky130_fd_sc_hd__o22ai_1    8             2.4
sky130_fd_sc_hd__a21oi_1    9             2.2
sky130_fd_sc_hd__ha_1      18              11
sky130_fd_sc_hd__dfxtp_1   12              12
sky130_fd_sc_hd__edfxtp_1  15              22
sky130_fd_sc_hd__nand2b_1   8             2.4
sky130_fd_sc_hd__inv_1     17             3.1
sky130_fd_sc_hd__nor2_1    16             2.9
sky130_fd_sc_hd__and2_1     7             2.1
## kinds of logic (layout without fill, tap and decap cells)
kind of cell / after synthesis / after routing / share of synthesized area (%)
AND/OR/NAND/NOR: 66 / 66 / 17.5
AND-OR/OR-AND: 47 / 47 / 15.0
flip-flops: 27 / 27 / 33.6
buffers and inverters: 27 / 52 / 5.42
adder cells (fa/ha/maj): 22 / 22 / 14.9
multiplexers: 19 / 19 / 9.80
XOR/XNOR: 9 / 9 / 3.83
## cell type report
cell class / count / share of cell area [%]
sequential: 27 / 28.6
clock buffer: 3 / 1.71
multi-input combinational: 163 / 51.9
timing repair buffer: 25 / 9.95
inverter: 16 / 2.49
clock inverter: 8 / 1.30
tap: 77 / 3.99
Power and IR drop assume default switching activity.
